## ./config.mk

```make
export PLATFORM = sky130hd
export DESIGN_NAME = downclocker
export DESIGN_NICKNAME = downclocker
export VERILOG_FILES = /design/flow/design.v
export SDC_FILE = /design/flow/constraint.sdc
export NUM_CORES = 4
export LEC_CHECK = 1
export CORE_AREA = 10 10 78 78
export DIE_AREA = 0 0 88 88
```

## ./constraint.sdc

```tcl
current_design downclocker

set clk_period 4.5
set clk_io_pct 0.2

create_clock -name clk0 -period $clk_period [get_ports {clk_in}]

set non_clock_inputs [all_inputs -no_clocks]
set_input_delay [expr $clk_period * $clk_io_pct] -clock clk0 $non_clock_inputs
set_output_delay [expr $clk_period * $clk_io_pct] -clock clk0 [all_outputs]
```

## ./design.v

```verilog
package structs;
  typedef enum {
    ADD,
    ADDL,
    SUB,
    SE,
    SNE,
    OR,
    AND,
    XOR,
    SHR,
    SHL
  } alu_op;
  typedef struct packed {
    logic [7:0] operand_a;
    logic [7:0] operand_b;
    logic [11:0] operand_b_long;
    alu_op op;
  } alu_input;
endpackage
module downclocker #(
    parameter DC_BITS = 21
) (
    input  wire  clk_in,
    output logic clk_out
);
  logic [DC_BITS-1:0] counter;
  initial begin
    counter = 0;
    clk_out = 0;
  end
  always_ff @(posedge clk_in) begin
    if (counter[DC_BITS-1] == 1) begin
      clk_out <= !clk_out;
      counter <= 0;
    end else begin
      counter <= counter + 1;
    end
  end
endmodule
```

## ./run.sh

```bash
#!/bin/bash
# OpenROAD 26Q1-2900-gdf79404cd8, Yosys 0.63+post, stock flow scripts
make -C /OpenROAD-flow-scripts/flow DESIGN_CONFIG=/design/flow/config.mk WORK_HOME=/design/flow/orfs finish
```

==> flow_summary.json <==
{
  "outcome": "finished, final reports clean",
  "cp_max_fo": 2,
  "p_leak_nw": 0.365,
  "grt_pass1_wl_mm": 3.05,
  "top_area_cell": "dfxtp_1",
  "fin_crit_ps": 1980,
  "fill_cells": 459,
  "ys.flops": 22,
  "cts_tree": "yes",
  "core_area_um2": 4410,
  "hold_path.class": "flop to flop",
  "numClockSinks": 22,
  "place_hpwl_mm": 1.02,
  "slew_viol_final": 0,
  "cts_max_level": 1,
  "vias_per_cell": 4.46,
  "fp.dieH_um": 88,
  "clk_latency_ps": 260,
  "maxSlewHeadroom": 0.460,
  "yosysUniqueCellTypes": 23,
  "cp_top_family": "buffers and inverters",
  "worst_ep_required_time_ps": 3600,
  "syn_inst": 107,
  "setup_tns_ps": 0,
  "hold_viol_final": 0,
  "fmax_ghz": 0.506,
  "initial_core_util": 0.213,
  "cap_violations": 0,
  "irDropWorstVdd_mv": 0.109,
  "worst_pin_slew_ps": 809,
  "postCtsSetupRepairBufs": 0,
  "top_cell_area_share": 0.448,
  "ys_warn_count": 1,
  "syn_avg_cell_area_um2": 8.77,
  "ant_nets": 0,
  "critical_path.cell_chain": "clkdlybuf4s50_1",
  "crit_type": "flop to output port",
  "holdBufCountCts": 0,
  "clk_pin_slew_ps": 80,
  "num_antenna_cells": 0,
  "port_buffers": 1,
  "clock_path_buffers": 2,
  "cts_root_buffer": "clkbuf_8",
  "yosysSeqAreaShare": 0.480,
  "min_period_over_period": 0.439,
  "utilization": 0.239,
  "drtIter0Drc": 53,
  "cts_resized": 0,
  "critPathArrivalTime_ps": 1080,
  "grt_max_degree": 25,
  "ys_cells": 107,
  "vias": 718,
  "overflow": 0,
  "chipArea_um2": 7740,
  "cpMaxStageDelayCell": "clkdlybuf4s50_1",
  "topCellsByArea": "dfxtp_1 45%, xnor2_1 7.5%, nor2_1 5.2%",
  "num_rows": 24,
  "endpoint_kind": "output port",
  "num_io_pins": 2,
  "skew_ps": 3.73,
  "final_area_um2": 1060,
  "area_delta_synth_final_pct": 12.5,
  "firstDrtPassIters": 4,
  "p_per_area_nw_per_um2": 318,
  "drive_gt1_frac": 0.0550,
  "rsz0062_at_grt": "no",
  "slowest_delay_ps": 460,
  "grt_pass1_vias": 687,
  "synth_area_um2": 938,
  "place_area_um2": 1000,
  "fp.dieW_um": 88,
  "grt_util_all_layers": 0.0460,
  "cts_buffers": 3,
  "yosysChipArea_um2": 938,
  "wl_mm": 1.58,
  "tool_warnings": 25,
  "wl_per_cell_um": 9.80,
  "drc": 0,
  "setup_viol": 0,
  "cp_num_buf_inv": 1,
  "gp_congestion": 0.753,
  "grt_antenna_before_repair": 0,
  "crit_path_start_kind": "flop"
}
[registers in the layout, summed over array words and instances, names as in the netlist]
name     flops
counter     21
clk_out      1
[cell usage after synthesis]
cell type,n
edfxtp_1,1
a21oi_1,6
o31ai_1,2
nor2b_1,3
nor3_1,4
or2_0,1
xor2_1,2
nor2_1,13
nand3_1,5
dfxtp_1,21
inv_1,5
xnor2_1,8
or3_1,6
o21ai_0,4
clkbuf_2,1
ha_1,1
nand2b_1,1
nor4_1,6
or4_1,2
nand2_1,6
mux2_2,2
clkbuf_1,2
nand4_1,5
[area by class of cell]
class	instances	area, um2	share of cell area
multi-input cells	77	457	0.432
flip-flops and latches	22	450	0.427
well taps	52	65.1	0.0616
clock buffers	4	55.1	0.0521
inverters	5	18.8	0.0178
repair buffers	1	10.0	0.00948
[cells in the final DEF, fill, tap and decap left out, drive strengths merged, types with 3 or more instances in the layout]
cell,n
a21oi,6
nor4,6
clkbuf,4
nor3,4
or3,6
nor2,13
nand3,5
dfxtp,21
o21ai,4
inv,5
nand2,6
xnor2,8
nand4,5
nor2b,3
[worst paths after layout]
kind	start	to	slack, ps	depth (start not counted)
setup / recovery	clk_out	clk_out	2520	1
hold / removal	counter[0]	counter[0]	450	1
hold reg to reg	counter[0]	counter[0]	450	1
setup reg to reg	counter[8]	counter[18]	2710	4
[kinds of logic after synthesis]
| family | share of synthesized area |
|---|---|
| simple gates | 0.287 |
| mux | 0.0240 |
| flops | 0.480 |
| fa+ha+maj | 0.0133 |
| buf+inv | 0.0333 |
| compound gates | 0.0693 |
| xor+xnor | 0.0933 |
[power by group]
group	switching (mW)	internal (mW)	total, mW	leakage, nW
sequential	0	0.196	0.196	0.181
combinational	0	0	0.000000155	0.155
clock	0.0621	0.0779	0.140	0.0288
total	0.0621	0.274	0.336	0.365
[layer usage]
layer  GRT usage  vias up  wire length [um]
li1            -      385                 -
met5           0        -                 0
met4     0.00725        0                14
met3      0.0131        2                51
met1      0.0670      324               855
met2      0.0675        7               657
[metrics by stage]
| stage | setup slack [ps] | cells | power, mW | hold slack (ps) |
|---|---|---|---|---|
| 6_report | 2520 | 161 | 0.336 | 449 |
| 5_1_grt | 2440 | 161 | 0.349 | 494 |
| 4_1_cts | 2500 | 161 | 0.340 | 456 |
| 3_5_place_dp | 2750 | 157 | 0.200 | 438 |
| 3_3_place_gp | 2750 | 157 | 0.200 | 431 |
| 2_1_floorplan | 2860 | 107 | 0.200 | 414 |
No activity file was given, so power comes from the tool's default toggle rates.
