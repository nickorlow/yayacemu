==> /design/flow/run.sh <==
#!/bin/bash
# OpenROAD 26Q1-2900-gdf79404cd8, Yosys 0.63+post, stock flow scripts
make -C /OpenROAD-flow-scripts/flow DESIGN_CONFIG=/design/flow/config.mk WORK_HOME=/design/flow/orfs finish
==> /design/flow/config.mk <==
export PLATFORM = sky130hd
export DESIGN_NAME = keypad
export DESIGN_NICKNAME = keypad
export VERILOG_FILES = /design/flow/design.v
export SDC_FILE = /design/flow/constraint.sdc
export NUM_CORES = 4
export LEC_CHECK = 1
export CORE_UTILIZATION = 30
==> /design/flow/constraint.sdc <==
current_design keypad

set clk_period 2.2
set clk_io_pct 0.2

create_clock -name clk0 -period $clk_period [get_ports {clk_in}]

set non_clock_inputs [all_inputs -no_clocks]
set_input_delay [expr $clk_period * $clk_io_pct] -clock clk0 $non_clock_inputs
set_output_delay [expr $clk_period * $clk_io_pct] -clock clk0 [all_outputs]
==> /design/flow/design.v <==
package structs;
  typedef enum {
    ADD,
    ADDL,
    SUB,
    SE,
    SNE,
    OR,
    AND,
    XOR,
    SHR,
    SHL
  } alu_op;
  typedef struct packed {
    logic [7:0] operand_a;
    logic [7:0] operand_b;
    logic [11:0] operand_b_long;
    alu_op op;
  } alu_input;
endpackage
module keypad(
    input clk_in,
    input wire [3:0] row,
    output logic [3:0] col,
    output logic [15:0] keymap_out
);
    logic [1:0] col_idx;
    logic [15:0] keymap;
    logic [15:0] keymap_db;
    logic [15:0] keymap_db2;
    assign keymap_out[1] = !keymap[1];
    assign keymap_out[2] = !keymap[0];
    assign keymap_out[3] = !keymap[2];
    assign keymap_out[12] =!keymap[3];
    assign keymap_out[4] = !keymap[5];
    assign keymap_out[5] = !keymap[4];
    assign keymap_out[6] = !keymap[6];
    assign keymap_out[13] =!keymap[7];  
    assign keymap_out[7] = !keymap[9];
    assign keymap_out[8] = !keymap[8];
    assign keymap_out[9] = !keymap[10];
    assign keymap_out[14] =!keymap[11];  
    assign keymap_out[10] =!keymap[13];
    assign keymap_out[0] = !keymap[12];  
    assign keymap_out[11] =!keymap[14];
    assign keymap_out[15] =!keymap[15]; 
    initial begin 
        col_idx = 0;
        col = 0;
        keymap = 0;
    end
    always_ff @(posedge clk_in) begin
        for(logic [2:0] i = 0; i < 4; i++) begin
            keymap_db[(i*4)+col_idx] <= row[i[1:0]];
        end 
        keymap_db2 <= keymap_db;
        keymap <= keymap_db2;
        col[col_idx] <= 1;
        col[col_idx == 3 ? 0 : col_idx +1] <= 0;
        col_idx <= col_idx == 3 ? 0 : col_idx + 1;
    end
endmodule
==> out/qor.yml <==
critical_path:
  crit_fanout: 11
  crit_type: "reg -> reg"
  end_kind: "flop"
  crit_required_ps: 2400
  timing.rr.start: "col_idx[1]"
  startpoint_type: "flop"
  r2r_slack_ps: 480
  arrival_ps: 1920
  rr_worst_depth: 6
  r2r_end: "keymap_db[9]"
routing:
  drc: 0
  via_per_inst: 4.04
  drt_iter0_markers: 22
  drt_wl_total_mm: 2.41
  post_drt_wl_per_cell_um: 9.95
  first_pass_iters: 4
  via_count: 978
  antenna_left: 0
  antenna_cells: 0
clock_network:
  cts_tree: "yes"
  root_buffer: "clkbuf_8"
  htree_levels: 2
  cts_hold_buf: 0
  cts_resized: 0
  cts_sinks: 54
  clock_latency_ps: 300
  clock_path_buffers: 2
  post_cts.repair.setup_buffers: 0
  numCtsBuffers: 5
  path_clk_slew_ps: 90
floorplan:
  dieArea_sq_mm: 0.00586
  core_area_sq_mm: 0.00524
  die_w_um: 76.5
  fp_util_pct: 31.8
  rows: 26
  die_h_um: 76.5
  io_pins: 25
finish:
  fin_area_sq_mm: 0.00205
  lay_top_count: "dfxtp_1"
  mostFrequentLayoutCells: "dfxtp_1, inv_1, clkdlybuf4s50_1, o22ai_1, ha_1"
  synthToLayoutAreaGrowth_pct: 23.3
  drive_gt1_share_pct: 9.30
flow_run:
  warnings: 32
  cap_violations: 0
outcome:
  status: "completed"
global_route:
  grt_antenna_before_repair: 0
  grt_use_total_pct: 9.52
  grt_pass1_wl_mm: 4.32
  overflow: 0
  grt_max_degree: 18
  first_global_vias: 924
timing:
  finalHoldViolations: 0
  finClkSkew_ps: 5.52
  finalSetupTns_ps: 0
  slew_viol_final: 0
  setup_viol: 0
  fin_crit_sh_pct: 78.3
  tightest_slew_ps: 409
  relSlewSlack_pct: 72.7
  rsz0062_at_grt: "false"
  setup_ws_ps: 477
  fin_crit_ps: 1720
  fmax_mhz: 580
yosys:
  syn_avg_cell_area_sq_um: 11.7
  synth_cells: 142
  synth.cell_area_sq_mm: 0.00167
  synth.yosys.seq_area_share_pct: 66.1
  yosys.cell_types.count: 25
  ys_cells: 142
  numSynthFlops: 54
  yosys_area_sq_mm: 0.00167
  yosys_warnings: 1
min_path:
  worstHoldPathCells: 0
  hold_end: "keymap[7]"
  hold_class: "reg -> reg"
  hp-start: "keymap_db2[7]"
placed_design:
  place_congestion: 0.817
  dpl.hpwl_mm: 1.66
  io_buffers: 24
  placed_area_sq_mm: 0.00196
  place_ws_ps: 506
power_and_ir_drop:
  power_density_mw_per_mm2: 742
  power_mw: 1.52
  leakage_nw: 0.931
  irDropWorstVdd_mv: 0.270
## area by class of cell
type | count | area (sq um)
Fill cell | 506 | 3180
Multi-Input combinational cell | 54 | 408
Sequential cell | 54 | 1100
Timing Repair Buffer | 26 | 255
Clock buffer | 5 | 68.8
Clock inverter | 3 | 21.3
Tap cell | 70 | 87.6
Inverter | 30 | 113
## flip-flops by register name, indices dropped and copies added (netlist names), named ones only
signal / count
keymap: 16
col_idx: 2
keymap_db: 16
col: 2
keymap_db2: 16
## routing by layer
metal | vias up | share of wire [%] | track usage, %
li1 | 514 | - | -
met1 | 436 | 53 | 15.7
met2 | 24 | 40 | 12.8
met3 | 4 | 5.0 | 2.68
met4 | 0 | 2.0 | 1.92
met5 | - | 0 | 0
## logic make-up after synthesis
group                    share of synthesized area, %
multiplexers                                    0.601
flip-flops                                       66.1
AND-OR/OR-AND                                    9.99
AND/OR/NAND/NOR                                  7.88
adder cells (fa/ha/maj)                          6.01
buffers and inverters                            9.46
## how the worst max path moves through the flow
stage / from / to / slack (ps)
4_1_cts: col_idx[1] / keymap_db[9] / 480
5_1_grt: col_idx[1] / keymap_db[9] / 360
6_report: col_idx[1] / keymap_db[9] / 480
## per-stage QoR
| stage | util [%] | cells | hold slack, ps |
|---|---|---|---|
| finish | 39.2 | 242 | 332 |
| CTS | 39.2 | 242 | 334 |
| global route | 39.2 | 242 | 342 |
| global placement | 37.5 | 234 | 311 |
| detailed placement | 37.5 | 234 | 312 |
| floorplan | - | 142 | 310 |
## worst max-delay path: stages, from the launching register on
cell and delay [ps]:
dfxtp_1 450, inv_1 150, ha_1 330, buf_4 220, nand2_1 90, o21ai_1 110
a31o_2 260
## Yosys cell counts
cell type / instances / share of area, %
nand3_1: 1 / 0.30
buf_6: 4 / 2.7
a41oi_1: 1 / 0.53
nand2_1: 6 / 1.4
o22ai_1: 10 / 3.8
mux2i_1: 1 / 0.60
a221oi_2: 1 / 0.90
nor2_1: 5 / 1.1
o21ai_1: 2 / 0.60
nand2b_1: 3 / 1.1
a31oi_1: 3 / 1.1
a211oi_1: 1 / 0.45
nor2b_1: 1 / 0.38
nor3b_1: 1 / 0.45
a31o_2: 1 / 0.53
a32o_1: 2 / 1.2
nor2_4: 1 / 0.68
ha_1: 8 / 6.0
dfxtp_1: 52 / 62
nor2b_4: 2 / 1.7
a21oi_1: 2 / 0.60
nand2b_4: 1 / 0.83
edfxtp_1: 2 / 3.6
o21ai_0: 1 / 0.30
inv_1: 30 / 6.8
## report_power, final
part	leakage [nW]	internal (mW)	switching, mW
clock	0.0441	0.224	0.303
sequential	0.443	0.981	0.000000000000000448
combinational	0.443	0.00820	0.00903
total	0.931	1.21	0.312
No activity file was given, so power comes from the tool's default toggle rates.
