--- flow/run.sh ---
#!/bin/bash
# OpenROAD 26Q1-2900-gdf79404cd8, Yosys 0.63+post, stock flow scripts
make -C /OpenROAD-flow-scripts/flow DESIGN_CONFIG=/design/flow/config.mk WORK_HOME=/design/flow/orfs finish
--- flow/constraint.sdc ---
current_design rng

set clk_period 25.2
set clk_io_pct 0.2

create_clock -name clk0 -period $clk_period [get_ports {clk_in}]

set non_clock_inputs [all_inputs -no_clocks]
set_input_delay [expr $clk_period * $clk_io_pct] -clock clk0 $non_clock_inputs
set_output_delay [expr $clk_period * $clk_io_pct] -clock clk0 [all_outputs]
--- flow/design.v ---
package structs;
  typedef enum {
    ADD,
    ADDL,
    SUB,
    SE,
    SNE,
    OR,
    AND,
    XOR,
    SHR,
    SHL
  } alu_op;
  typedef struct packed {
    logic [7:0] operand_a;
    logic [7:0] operand_b;
    logic [11:0] operand_b_long;
    alu_op op;
  } alu_input;
endpackage
module rng (
    input wire clk_in,
    input wire [15:0] bor16,
    input bit [15:0] keyboard,
    input int cycle_counter,
    output bit [7:0] rand_bit
);
  bit [7:0] last;
  always_ff @(posedge clk_in) begin
    for (int i = 0; i < 5; i++) begin
      rand_bit[i] <= ~keyboard[i == 0 ? 7 : i-1] ? cycle_counter[i] : cycle_counter[7-i];
      rand_bit[i+1%8] <= rand_bit[i] ^ (cycle_counter % 7) == 0 ? bor16[i] : ~bor16[i];
      rand_bit[i+2%8] <= rand_bit[i+1%8] ^ keyboard[i+7] ? ~last[i] : last[i];
    end
    last <= rand_bit;
  end
endmodule
--- flow/config.mk ---
export PLATFORM = sky130hd
export DESIGN_NAME = rng
export DESIGN_NICKNAME = rng
export VERILOG_FILES = /design/flow/design.v
export SDC_FILE = /design/flow/constraint.sdc
export NUM_CORES = 4
export LEC_CHECK = 1
export CORE_UTILIZATION = 30
==> Slide: Implementation Results <==
Run Summary

Status
  – Status: completed

Synthesis
  – Post-synth top cells: nand2_1 (63), nor2_1 (50), nor3_1 (40), xnor2_1 (36), a21oi_1 (35)
  – Synth Register Bits: 8
  – Synthesized area per cell: 7.492 um^2
  – Yosys cell count: ~750
  – Most common reg cell: dfxtp_1
  – Syn Inst Count: 747
  – Most frequent cell after synthesis: nand2_1
  – Post-synth EDFFs: 0
  – Async S/R FF share, synth: 0
  – Synth Seq Share: 0.02862
  – Synth top area cells: xnor2_1 (5.6%), nand2_1 (4.2%), xor2_1 (3.9%)
  – Top cell area share: 0.05634
  – Biggest area consumer among synthesized cells: xnor2_1
  – Yosys Chip Area: 0.005597 mm^2
  – Syn Std Cell Area: about 0.0056 mm^2
  – Synth warn: 2
  – Cell Type Count: 122

Worst hold path
  – Worst Hold Depth: 0
  – Hold path startpoint: rand_bit[4]
  – Hold crit path type: reg2reg
  – Worst Hold End: last[4]

GRT
  – Total gr overflow: 0
  – Met2 Usage GRT: 0.2648
  – Initial antenna violation count: 0
  – GR Util All Layers: 0.1653
  – Largest net degree at the start of global routing: 43
  – Vias in the first global route: 5374
  – First-pass GRT wire length: 26970 um
  – Layer with the highest usage: met2
  – Met3 Track Usage GR: 0.008445
  – GRT met1 Usage: 0.2532

Finish
  – Finished Layout Cells: 998
  – Share of cells above drive strength 1: 0.1274
  – Area growth, synth to finish: 11.33%

Drt
  – Vias per inst: 6.157
  – First-pass DRT Iterations: 7
  – Via count: 6145
  – Post-route ant nets: 0
  – Detailed router's first-iteration violation count: 528
  – Number of diodes: 0
  – Overall routed net length: 15780 um
  – Drc violations: 0
  – Drt wl/cell: 15.81 um

Clock tree
  – Worst-path clk slew: about 0.04 ns
  – H-Tree Depth: 1
  – CTS tree: built
  – Clock buffer depth: 2
  – CTS Buf Count: 3
  – Worst-Skew Late Latency: 0.23 ns
  – Post-cts sizing count: 0
  – Post-CTS Setup Bufs: 0
  – Root Driver: clkbuf_16
  – CTS Sinks: 8
  – # hold bufs at CTS: 0

Final timing
  – Cycle use final: 0.8225
  – Max-slew headroom: 0.4725
  – Tightest Pin Transition: 0.7892 ns
  – Slew Viols, Final: 0
  – Setup TNS: 0 ns
  – Final setup viols: 0
  – Final Hold Fails: 0
  – RSZ-0062 raised after global routing: false
  – Fin Clk Skew: 0.0002474 ns
  – Max Fclk: 0.04825 GHz
  – Final min period: between 20 and 25 ns
  – PnR worst setup slack: ~4.5 ns

Run
  – Max Cap Viol: 0
  – Tool warnings: 53

Worst setup path
  – Worst reg2reg endpoint: rand_bit[5]
  – Reg2Reg Depth: 2
  – CP max stage delay: about 0.7 ns
  – Crit-path slowest cell: nor4b_2
  – Startpoint type of the worst setup path: input port
  – Worst r2r src: rand_bit[4]
  – Crit path max fanout: 15
  – WS Path Type: in2reg
  – Setup crit end kind: flip-flop
  – Critical Path AT: 20.89 ns
  – FF-to-FF setup slack: ~24 ns
  – CP Data Required Time: about 25 ns
  – Most frequent CP cell: nor2_1

Floorplanning
  – Vertical die size: 138.6 um
  – FP Rows: 49
  – Placeable Area: 0.01815 mm^2
  – Floorplan core density: 0.3084
  – Die X: about 140 um
  – Chip Area: 0.01921 mm^2
  – Number of I/O pins: 73

Placement
  – Cells after DPL: around 1000
  – Placer's final routability congestion estimate: around 0.94
  – Hpwl dp: ~12000 um
  – Pre-CTS setup slack: around 4.6 ns
  – Port bufs: roughly 46
## state kept, by name (all words and copies together) (netlist names)
register	count
rand_bit	7
last	1
## cell families after synthesis
| kind of cell | share of synthesized area |
|---|---|
| AND-OR/OR-AND | 0.4672 |
| AND/OR/NAND/NOR | 0.2938 |
| buffers and inverters | 0.04829 |
| multiplexers | 0.04181 |
| XOR/XNOR | 0.1042 |
| flip-flops | 0.02862 |
| adder cells (fa/ha/maj) | 0.01543 |
| other | 0.0006700 |
## cells in the final DEF, fill, tap and decap left out, types with 9 or more instances in the layout
master / synthesis / layout
a211o_1: 9 / 9
o21ai_0: 22 / 22
nand2_1: 63 / 63
or3_1: 10 / 10
xnor2_1: 36 / 36
a21oi_1: 35 / 35
nor4_1: 11 / 11
clkdlybuf4s50_1: 0 / 46
mux2i_1: 11 / 11
xor2_1: 25 / 25
nor3_1: 40 / 40
nand3_1: 27 / 27
o21ai_1: 21 / 21
a21o_1: 9 / 9
o211ai_1: 17 / 17
and3_1: 11 / 11
a211oi_1: 13 / 13
nand4_1: 16 / 16
nor2_1: 50 / 50
a31oi_1: 18 / 18
o31ai_1: 18 / 18
## critical path: cells and delay by family
kind	cells	cell delay, ns
xor gates and xnor gates	2	0.31
muxes	1	0.36
adders and majority gates	3	1.00
AOI/OAI and AO/OA	26	7.62
and+or+nand+nor	18	5.78
buffers and inverters	2	0.75
## cell type report
| type | count | area [um^2] |
|---|---|---|
| well taps | 229 | 286.5 |
| inverters | 8 | 30.03 |
| fillers | 1931 | 11920 |
| repair buffers | 53 | 513.0 |
| clock buffers | 3 | 75.07 |
| flip-flops and latches | 8 | 160.2 |
| multi-input cells | 697 | 5166 |
## worst max path at each step
stage	from	end	slack, ns	depth (start not counted)
6_report	cycle_counter[11]	rand_bit[5]	4.47	52
5_1_grt	cycle_counter[11]	rand_bit[5]	3.06	51
4_1_cts	cycle_counter[11]	rand_bit[5]	4.78	52
## layer usage
metal | vias up | share of wire
li1 | 3115 | -
met1 | 2858 | 0.50
met2 | 166 | 0.46
met3 | 6 | 0.042
met4 | 0 | 0.0048
met5 | - | 0
## stage by stage
stage                     utilization  hold WS [ns]  instance area (um^2)
final                          0.3434        0.3883                  6231
after global routing           0.3434        0.3955                  6231
after CTS                      0.3434        0.3900                  6231
after detailed placement       0.3392        0.3757                  6156
after global placement         0.3392        0.3795                  6156
after floorplan                     -        0.3489                  5597
